<file path="/design/flow/run.sh">
#!/bin/bash
# OpenROAD 26Q1-2900-gdf79404cd8, Yosys 0.63+post, stock flow scripts
make -C /OpenROAD-flow-scripts/flow DESIGN_CONFIG=/design/flow/config.mk WORK_HOME=/design/flow/orfs finish
</file>
<file path="/design/flow/config.mk">
export PLATFORM = sky130hd
export DESIGN_NAME = disp_matrix
export DESIGN_NICKNAME = disp_matrix
export VERILOG_FILES = /design/flow/design.v
export SDC_FILE = /design/flow/constraint.sdc
export NUM_CORES = 4
export LEC_CHECK = 1
export CORE_AREA = 10 10 70 70
export DIE_AREA = 0 0 80 80
</file>
<file path="/design/flow/constraint.sdc">
current_design disp_matrix

set clk_period 1.0
set clk_io_pct 0.2

create_clock -name clk0 -period $clk_period

set non_clock_inputs [all_inputs -no_clocks]
set_input_delay [expr $clk_period * $clk_io_pct] -clock clk0 $non_clock_inputs
set_output_delay [expr $clk_period * $clk_io_pct] -clock clk0 [all_outputs]
</file>
<file path="/design/flow/design.v">
module disp_matrix(
	input enable,
	input [7:0] addr,
	output [0:15] row, col);
	wire [0:15] ncol, row_nenbl;
	assign col = ~ncol;
	addr2mask mask_row(addr[7:4], row_nenbl);
	addr2mask mask_col(addr[3:0], ncol);
	genvar i;
	generate
		for (i = 0; i < 16; i = i + 1) begin: assign_mask
			assign row[i] = row_nenbl[i] & enable;
		end
	endgenerate
endmodule
module addr2mask
	#(parameter WIDTH = 4)
	(input [WIDTH-1:0] addr,
	output [0:2**WIDTH-1] mask);
	genvar i;
	generate
		for (i = 0; i < 2**WIDTH; i = i + 1) begin: assign_mask
			assign mask[i] = (addr == i);
		end
	endgenerate
endmodule
</file>
==> results_dict.tcl <==
# metrics dict for downstream scripts
set metrics [dict create \
    drtIter0Drc 5 \
    antenna_found_initial 0 \
    ys_cells 45 \
    whs_endpoint "col[1]" \
    seqCellArea_um2 0 \
    port_buffers 41 \
    routed_wl_um 1900 \
    setup_viol 12 \
    required_ns 0.80 \
    power_density_mw_per_mm2 303 \
    critPathMaxFanout 3 \
    wl_per_cell_um 12.5 \
    syn2layout_area_growth_pct 343 \
    slew_viol_final 0 \
    end_kind "output pin" \
    grt-ovfl-total 0 \
    dieArea_mm2 0.00640 \
    stdcell_count 152 \
    core_area_mm2 0.00342 \
    dp_hpwl_um 1380 \
    ys_area_um2 220 \
    hp-start "addr[1]" \
    netlist_area_um2 220 \
    dpl.cell_count 137 \
    synth_warnings 0 \
    mux_share_pct 0 \
    critPathKind "in -> out" \
    rsz0062_at_grt "yes" \
    grt_first_pass_wirelength_um 3020 \
    io_pins 41 \
    hp-class "in -> out" \
    drive_gt1_share_pct 79.2 \
    diodes 0 \
    cp_slowest_cell "or3b_4" \
    cap_violations 0 \
    ys_sh_simple_pct 100 \
    status "finished with violations" \
    nFillCells 364 \
    ys_seq_share_pct 0 \
    start_kind "input pin" \
    ys_types 10 \
    cp_cell_sequence "buf_8 > or3b_4 > buf_6 > nor3_4 > buf_2" \
    worst_slew_pin_slew_ns 0.133 \
    period_used_pct 123 \
    firstDrtPassIters 4 \
    layout_top_cells "18 x buf_6, 16 x buf_2, 8 x clkbuf_2" \
    ir_drop_mv 0.130 \
    slowest_delay_ns 0.41 \
    seq_cell_count 0 \
    logic_family "simple AND/OR/NAND/NOR gates" \
    gp_congestion 0.748 \
    hold_depth 4 \
    drc 0 \
    yosys.area_share.xor_xnor_pct 0 \
    final_layout_top_logic_cell "buf_6" \
    maxSlewHeadroom_pct 91.1 \
    violations "setup timing" \
    detail_route.vias_per_cell 3.66 \
    cp.arrival_ns 1.03 \
    grt_pass1_vias 566 \
    chipHeight_um 80 \
    fin_ws_ns -0.229 \
    dp_slack_ns -0.963 \
    grt_use_total_pct 5.61 \
    syn_avg_cell_area_um2 4.89 \
    fin_util_pct 28.6 \
    via_count 557 \
    synthCells 45 \
    n_clock_buffer 0 \
    rows 21 \
    power.total_mw 0.296 \
    aoi_share_pct 0 \
    fp_util_pct 6.45 \
    synthAdderAreaFrac_pct 0 \
    period_minus_slack_ns 1.23 \
    warnings 34 \
    grt_max_degree 8 \
    drtAntennaViolNets 0 \
    die_w_um 80 \
    hold_violations 0 \
    power.static_leakage_nw 0.420 \
    fmax_mhz 814 \
]
==> cells by family after synthesis <==
| family | Yosys count |
|---|---|
| and+or+nand+nor | 45 |
==> through the flow <==
stage               setup TNS [ns]  hold WS (ns)  instance area, µm²
floorplan                        0         0.413                 220
global placement            -24.19          1.48                 726
detailed placement          -24.44          1.47                 726
CTS                          -1.27         0.669                 921
global route                 -2.33         0.688                 976
finish                       -1.78         0.659                 976
==> critical path, delay by kind of cell <==
kind                   cells  cell delay, ns
and+or+nand+nor            2            0.49
buffers and inverters      3            0.33
==> layout make-up <==
type | instances | area (µm²) | area share (%)
timing repair buffer | 61 | 529 | 54.2
tap | 46 | 57.6 | 5.90
multi-input combinational | 45 | 389 | 39.9
==> what timing repair did <==
item                       CTS  global route
setup endpoints to repair   32            26
resized                    171            33
hold buffers                 0             0
pin swaps                   17            12
buffers inserted            14             2
==> metal layers <==
| metal | routed length [µm] | vias to the layer above | track usage [%] | share of wire (%) |
|---|---|---|---|---|
| met4 | 0 | 0 | 0 | 0 |
| li1 | - | 275 | - | - |
| met1 | 787 | 262 | 7.12 | 42 |
| met3 | 168 | 0 | 2.05 | 8.9 |
| met5 | 0 | - | 0 | 0 |
| met2 | 939 | 20 | 9.39 | 50 |
==> Yosys cell counts, drive strengths merged <==
library cell	number	area (µm²)
or3b	1	11.3
nor3	4	25.0
nand2b	2	12.5
nand2	10	37.5
nor2b	4	25.0
nand4	1	6.26
nand3	7	35.0
nor2	14	52.6
nand3b	2	15.0
==> report_power, final <==
group,switching [mW],internal (mW),total [mW],leakage (nW)
Combinational,0.124,0.171,0.296,0.420
Clock,0,0,0,0
Sequential,0,0,0,0
==> how the worst max path moves through the flow <==
stage / endpoint / startpoint / cells after the start
6_report: row[0] / addr[7] / 5
5_1_grt: row[0] / addr[7] / 5
4_1_cts: row[0] / addr[6] / 5
No activity file was given, so power comes from the tool's default toggle rates.
